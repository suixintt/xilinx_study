File: flow/config.mk
export PLATFORM = sky130hd
export DESIGN_NAME = nfc_gen
export DESIGN_NICKNAME = nfc_gen
export VERILOG_FILES = /design/flow/design.v
export SDC_FILE = /design/flow/constraint.sdc
export NUM_CORES = 4
export LEC_CHECK = 1
export CORE_AREA = 10 10 70 70
export DIE_AREA = 0 0 80 80
File: flow/constraint.sdc
current_design nfc_gen

set clk_period 1.9
set clk_io_pct 0.2

create_clock -name clk0 -period $clk_period [get_ports {clk}]

set non_clock_inputs [all_inputs -no_clocks]
set_input_delay [expr $clk_period * $clk_io_pct] -clock clk0 $non_clock_inputs
set_output_delay [expr $clk_period * $clk_io_pct] -clock clk0 [all_outputs]
File: flow/design.v
`timescale 1ns / 1ps
module nfc_gen(
	input clk,     
	input rst_n,   
	input         fifo_almost_full,
	output        valid,
	output [15:0] data,
	input         ready
);
	reg        valid_r;
	reg [15:0] data;
    wire  fifo_almost_full_pos,fifo_almost_full_neg;
    reg   fifo_almost_full_d1,fifo_almost_full_d2;
always @(posedge clk) begin 
	fifo_almost_full_d1<= fifo_almost_full;
    fifo_almost_full_d2<= fifo_almost_full_d1;
end
assign fifo_almost_full_pos = fifo_almost_full_d1 && (~fifo_almost_full_d2);
assign fifo_almost_full_neg = (~fifo_almost_full_d1) && fifo_almost_full_d2;
localparam  IDLE        = 0;
localparam  S_XOFF       = 1;
localparam  S_WAIT_XON = 2;
localparam  S_XON      = 3;
reg [2:0]  sate_c,sate_n;
always @(posedge clk or negedge rst_n) begin : proc_sates
	if(~rst_n) begin
		sate_c <= IDLE;
	end else begin
		sate_c <= sate_n;
	end
end
always @(*) begin 
	if(~rst_n)
		sate_n = IDLE;
	else
		case(sate_c) 
			IDLE:begin
				if(fifo_almost_full_pos) 
					sate_n = S_XOFF;
				else
					sate_n = IDLE;
			end
			S_XOFF:begin
				if(valid_r && ready) 
					sate_n = S_WAIT_XON;
				else
					sate_n = S_XOFF;
			end
			S_WAIT_XON:begin
				if(fifo_almost_full_neg) 
					sate_n = S_XON;
				else
					sate_n = S_WAIT_XON;
			end
			S_XON:begin
				if(valid_r && ready) 
					sate_n = IDLE;
				else
					sate_n = S_XON;
			end
			default:sate_n = IDLE;
		endcase
end
always @(posedge clk or negedge rst_n) begin : proc_data
	if(~rst_n) begin
		data  <= 'h0;
		valid_r <=   0;
	end else if(sate_c == S_XOFF)begin
		data  <= 'h0100;
		valid_r <=   1;
	end else if(sate_c == S_XON)begin
		data  <= 'h0000;
		valid_r <=   1;
	end else begin
		data  <= 'h0000;
		valid_r <=   0;
	end
end
assign valid= valid_r && ((sate_c == S_XOFF) || (sate_c == S_XON));
endmodule : nfc_gen
File: flow/run.sh
#!/bin/bash
# OpenROAD 26Q1-2900-gdf79404cd8, Yosys 0.63+post, stock flow scripts
make -C /OpenROAD-flow-scripts/flow DESIGN_CONFIG=/design/flow/config.mk WORK_HOME=/design/flow/orfs finish
==> run_results.csv <==
group,metric,value,unit
placed_design,place.gp.congestion,0.613,
clock_tree,clk_latency,0.25,ns
run,timing.max_cap.violations,0,
run,warnings,25,
yosys,largest_area_cell,"dfrtp_1",
critical_path,cp_cell_sequence,"or2_4, and2_4, clkdlybuf4s50_1",
yosys,synth_cell_type_count,14,
final_timing,rsz0062_at_grt,"false",
finish,synthToLayoutAreaGrowth,18.5,%
global_route,grt_pass1_wl,1.29,mm
yosys,top_area_share,31.3,%
yosys,synthFlopType,"dfrtp_1",
global_route,antenna_found_initial,0,
critical_path,max_stage_delay,0.40,ns
detailed_routing,antenna_left,0,
global_route,overflow,0,
floorplanning,core-area,3420,um^2
clock_tree,clockRootBuffer,"clkbuf_4",
yosys,synthCells,39,
critical_path,crit_family,"simple AND/OR/NAND/NOR gates",
critical_path,slowest_stage,"dfrtp_1",
clock_tree,cts_resized,0,
detailed_routing,drt-initial-drc-count,18,
yosys,ys_area,399,um^2
placed_design,dp.cells,89,
clock_tree,clockBufferDepth,2,
final_timing,hold_viol_final,0,
pwr,power_per_cell_area,740,nW/um^2
yosys,synth_async_sr_flop_share,75.0,%
final_timing,setup_tns,0,ns
detailed_routing,wl_per_cell,8.61,um
floorplanning,dieArea,6400,um^2
final_timing,fmax,0.548,GHz
clock_tree,cts_setup_buffers,0,
detailed_routing,drc,0,
clock_tree,cts_tree,"built",
critical_path,required,1.52,ns
pwr,finalPower,0.000350,W
yosys,most_common_cell,"buf_4",
clock_tree,htree_levels,1,
floorplanning,die_w,80,um
critical_path,worst-path-buf-inv,1,
floorplanning,row_count,21,
yosys,ys_seq_share,48.0,%
yosys,area_leaders,"dfrtp_1 31%, buf_4 28%, dfxtp_1 10%",
floorplanning,dieHeight,80,um
detailed_routing,routed_via_density,2.62,
final_timing,drv_slew,0,
run_status,outcome,"finished, final reports clean",
yosys,yosysCellCount,39,
clock_tree,numCtsBuffers,3,
floorplanning,fp_util,11.7,%
clock_tree,clk_pin_slew,0.05,ns
pwr,power.leakage,0.209,nW
final_timing,period_used_share,96.1,%
pwr,ir_worst_vdd,0.245,mV
critical_path,startpoint_type,"flip-flop",
clock_tree,clock-sinks,8,
hold_path,hold_path.class,"flip-flop to flip-flop",
yosys,synth-edff-count,0,
yosys,numSynthFlops,8,
detailed_routing,wirelength,801,um
final_timing,finalClockSkew,0.00345,ns
yosys,synth_area,399,um^2
detailed_routing,vias,244,
clock_tree,cts_hold_buf,0,
global_route,grt_max_degree,11,
detailed_routing,num_antenna_cells,0,
finish,drive_gt1_share,12.8,%
critical_path,end_kind,"output port",
detailed_routing,dr.pass1.iters,3,
critical_path,critPathArrivalTime,1.45,ns
yosys,netlist_top_cells_count,"15 x buf_4, 5 x dfrtp_1, 3 x nand3_1",
placed_design,port_buffers,5,
final_timing,fin_crit,1.83,ns
yosys,synth_warnings,1,
floorplanning,io_pins,21,
global_route,grt_pass1_vias,293,
finish,fin_cells,93,
critical_path,path_class,"flip-flop to output port",
final_timing,setup_viol,0,
finish,nFillCells,401,
critical_path,regToRegSetupSlack,1.05,ns
critical_path,worstPathMaxFanout,3,
placed_design,dp_hpwl,656,um
global_route,grt_usage,2.58,%
yosys,avgSynthCellArea,10.2,um^2
==> logic make-up (layout without fill, tap and decap cells) <==
family | after synthesis | in the layout | share of synthesized area (%)
buffers and inverters | 17 | 11 | 30.1
DFF | 8 | 8 | 48.0
and+or+nand+nor | 8 | 8 | 12.2
AOI/OAI and AO/OA | 5 | 5 | 8.78
other | 1 | 15 | 0.940
==> per-stage QoR <==
stage	setup slack (ns)	hold slack, ns	utilization (%)	area [um^2]
after floorplan	0.775	0.0844	-	452
after global placement	0.344	0.377	13.1	447
after detailed placement	0.336	0.392	13.1	447
after CTS	0.0504	0.399	13.8	473
after global routing	0.0103	0.426	13.8	473
final	0.0735	0.402	13.8	473
==> cell type report <==
cell class	instances	area (um^2)	area share, %
clock buffers	4	26.3	5.56
flip-flops and latches	8	191	40.5
repair buffers	5	50.0	10.6
multi-input cells	28	140	29.6
inverters	2	7.51	1.59
well taps	46	57.6	12.2
==> flip-flops by register name (all words and copies together), names as in the netlist <==
register,count
fifo_almost_full_d1,1
data,1
sate_c,4
valid_r,1
fifo_almost_full_d2,1
==> metal layers <==
layer | track usage, % | share of wire (%) | up-vias
met4 | 0.176 | 0 | 0
li1 | - | - | 114
met3 | 2.39 | 14 | 0
met2 | 3.53 | 43 | 20
met1 | 3.04 | 44 | 110
met5 | 0 | 0 | -
==> layout by cell type, fill, tap and decap left out <==
cell type / Yosys / layout
conb_1: 1 / 15
dfrtp_1: 5 / 5
clkdlybuf4s50_1: 0 / 5
nand3_1: 3 / 3
clkbuf_4: 0 / 3
inv_1: 2 / 2
o21ai_0: 2 / 2
a32oi_1: 2 / 2
nor2b_1: 2 / 2
dfxtp_1: 2 / 2
a21boi_0: 1 / 1
nand2_1: 1 / 1
or2_4: 1 / 1
and2_4: 1 / 1
clkbuf_1: 0 / 1
dfstp_2: 1 / 1
==> where the power goes <==
group          internal (W)  total (W)  switching (W)
clock network     0.0000803   0.000138      0.0000573
logic             0.0000146  0.0000261      0.0000115
registers          0.000179   0.000186     0.00000677
total              0.000274   0.000350      0.0000756
==> path summary, 6_finish.rpt <==
check	from	to	cells after the start
min in group asynchronous	rst_n	data[8]$_DFF_PN0_	1
max in group asynchronous	rst_n	sate_c[0]$_DFF_PN1_	1
hold reg to reg	fifo_almost_full_d1$_DFF_P_	fifo_almost_full_d2$_DFF_P_	0
hold / removal	fifo_almost_full_d1$_DFF_P_	fifo_almost_full_d2$_DFF_P_	0
setup / recovery	sate_c[3]$_DFF_PN0_	valid	3
setup reg to reg	fifo_almost_full_d1$_DFF_P_	sate_c[0]$_DFF_PN1_	3
No activity file was given, so power comes from the tool's default toggle rates.
